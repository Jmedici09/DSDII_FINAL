==> design.v <==
module divider
	# (parameter SIZE = 32)
   (input clk,
	input start,
	input reset,
	input [SIZE - 1:0] divisor, dividend,
	output reg error, done,
	output [SIZE - 1:0] quotient, remainder
	);
localparam [3-1:0] 
	WAIT_FOR_START = 0,
	CHECK_DIVIDE_BY_ZERO = 1,
	ERROR = 2,
	SHIFT_LEFT = 3,
	SHIFT_RIGHT = 4,
	NO_ERROR = 5;
wire cnt_is_0, divisor_is_0, dvsr_less_than_dvnd, shifted_divisor_MSB;
reg init, left, right, sub;
reg [SIZE-1:0] q, r;
reg [SIZE-1:0] shifted_divisor;
reg [$clog2(SIZE):0] cnt;
assign	shifted_divisor_MSB = shifted_divisor[SIZE-1];
assign	divisor_is_0 = (shifted_divisor == 0) ? 1'b1 : 1'b0;
assign	dvsr_less_than_dvnd = (shifted_divisor <= r) ? 1'b1 : 1'b0;
assign	cnt_is_0 = (cnt == 0) ? 1'b1 : 1'b0;
assign remainder = r;
assign quotient = q;
	always @( posedge clk )
		if ( init )
			shifted_divisor <= divisor;
		else if (left )
			shifted_divisor <= {shifted_divisor[SIZE-2:0], 1'b0};
		else if (right )
			shifted_divisor <= {1'b0, shifted_divisor[SIZE-1:1]};
		else
			shifted_divisor <= shifted_divisor;
	always @( posedge clk )
		if ( init == 1'b1 )
			cnt <= 1;
		else if (left == 1'b1)
			cnt <= (cnt + 1);
		else if (right == 1'b1)
			cnt <= (cnt - 1);
		else
			cnt <= cnt;
	always @( posedge clk )
		if ( init == 1'b1 )
			r <= dividend;
		else if (sub == 1'b1)
			r <= (r - shifted_divisor);
		else
			r <= r;
	always @( posedge clk )
		if ( init == 1'b1 )
			q <= 0;
		else if (right == 1)
			q <= {q[SIZE-2:0], sub};
	reg [3-1:0] state, next_state;
	always @( posedge clk )
		if ( reset == 1'b1 )
			state <= WAIT_FOR_START;
		else
			state <= next_state;
	always @(*)
	begin
		init = 1'b0;
		left = 1'b0;
		right = 1'b0;
		sub = 1'b0;
		error = 1'b0; 
		done = 1'b0;
		casex( state )
			WAIT_FOR_START: 
				if( start == 1'b1 )
				begin
					next_state = CHECK_DIVIDE_BY_ZERO;
					init = 1'b1;
				end
				else
					next_state = WAIT_FOR_START;
			CHECK_DIVIDE_BY_ZERO:
				if( divisor_is_0 == 1'b0 )
					next_state = SHIFT_LEFT;
				else
					next_state = ERROR; 
			ERROR:
			begin
				next_state = WAIT_FOR_START;
				error = 1'b1;
				done = 1'b1;
			end
			SHIFT_LEFT:
				if( shifted_divisor_MSB == 1'b1 )
					next_state = SHIFT_RIGHT;
				else
				begin
					next_state = SHIFT_LEFT;
					left = 1'b1;
				end
			SHIFT_RIGHT:
				if( cnt_is_0 == 1'b1 )
						next_state = NO_ERROR;
				else if( dvsr_less_than_dvnd == 1'b1 )
				begin
					next_state = SHIFT_RIGHT;
					sub = 1'b1;
					right = 1'b1;
				end
				else
				begin
					next_state = SHIFT_RIGHT;
					right = 1'b1;
				end
			NO_ERROR:
			begin
				next_state = WAIT_FOR_START; 
				done = 1'b1;
			end
			default: next_state = {3{1'bx}};
		endcase
	end
endmodule
==> run.sh <==
#!/bin/bash
# OpenROAD 26Q1-2900-gdf79404cd8, Yosys 0.63+post, stock flow scripts
make -C /OpenROAD-flow-scripts/flow DESIGN_CONFIG=/design/flow/config.mk WORK_HOME=/design/flow/orfs finish
==> config.mk <==
export PLATFORM = sky130hd
export DESIGN_NAME = divider
export DESIGN_NICKNAME = divider
export VERILOG_FILES = /design/flow/design.v
export SDC_FILE = /design/flow/constraint.sdc
export NUM_CORES = 4
export LEC_CHECK = 1
export CORE_UTILIZATION = 50
==> constraint.sdc <==
current_design divider

set clk_period 8.1
set clk_io_pct 0.2

create_clock -name clk0 -period $clk_period [get_ports {clk}]

set non_clock_inputs [all_inputs -no_clocks]
set_input_delay [expr $clk_period * $clk_io_pct] -clock clk0 $non_clock_inputs
set_output_delay [expr $clk_period * $clk_io_pct] -clock clk0 [all_outputs]
==> CHANGELOG.md <==
### Metrics

- Flop-to-flop setup slack: 4850 ps
- Non-filler cells, final: 1069
- Detailed-route vias per instance: 5.45
- Synth async-reset ratio: 0
- Tcrit/Tclk final: 0.456
- CP required: 8190 ps
- Cts hold-fix bufs: 0
- Die height: 116 um
- Placement Setup Slack: 4010 ps
- Final max-slew violation count: 0
- Final setup margin: 4400 ps
- Gr ovfl total: 0
- Maxcap violations: 0
- Seq/Total Area, Yosys: 0.432
- Arrival @ worst endpoint: 3790 ps
- CTS tree: built
- Largest net degree at the start of global routing: 70
- FP Util: 0.514
- YS chip area: 6490 sq um
- Final Critical Period: 3700 ps
- I/O pins: 133
- Routed length per instance: 15.3 um
- Global-route wire length before repair: 25.8 mm
- Clock-pin slew on the worst setup and hold paths: 80 ps
- Die Size: 13400 sq um
- CP max stage delay: 610 ps
- Antenna viol nets, final: 0
- H-tree Lvls: 3
- Synth top area cells: edfxtp_1, dfxtp_1, a21oi_1, nand2_1, ha_1
- DP HPWL: 12.0 mm
- Most common cell in the netlist: nand2_1
- RePlAce Congestion: 0.949
- Syn avg cell area: 8.27 sq um
- Via Count: 5830
- CP Capture Type: flop
- TritonCTS buffer count: 9
- Top area contributor share: 0.296
- Setup repair bufs after CTS: 0
- Area leader, netlist: edfxtp_1
- Tot Pwr: 1.95 mW
- Cell Chain, Critical Path: clkdlybuf4s50_1, and2_4, buf_4, nor3_1, a221oi_1, o211ai_1
- Fill cell count: 1049
- CTS sink cnt: 108
- Tool Warnings: 26
- Initial antenna violation count: 0
- Core footprint: 12600 sq um
- Syn Inst Count: 785
- Crit path depth: 6
- Post-Syn Area: 6490 sq um
- Final Skew: 12.4 ps
- Post-synth top cells: nand2_1, a21oi_1, nor2_1, edfxtp_1, o21ai_0
- ANT cells: 0
- Worst-Margin Slew: 734 ps
- Synthesis-to-finish area growth: 27.0%
- Final setup vio count: 0
- Slew headroom: 0.504
- Final wirelength: 16.3 mm
- # port buffers: 132
- Initial DRC Count: 329
- Layout cells sized above 1: 0.0368
- Min Hold Slack: 433 ps
- Hold Path Stages: 2
- Registers, synthesis: 108
- Setup TNS: 0 ps
- Ys cells: 785
- CP Buf/Inv Count: 2
- Hold Crit Class: flop to flop
- Ys flop type: edfxtp_1
- Max FO, Critical Path: 69
- R2R Path Start: shifted_divisor[0]
- Clock Path Buffers: 2
- RSZ-0062 raised after global routing: no
- Worst Setup SP: start
- Worst VDD drop: 0.174 mV
- # rows: 41
- Worst r2r dst: r[7]
- Distinct cells, synth: 49
- CP Class: primary input to flop
- Total GRT Usage: 0.259
- Clk latency late pin: 360 ps
- Worst setup endpoint: r[25]
- DR pass1 iterations: 5
- Synth Warn #: 1
- Leak: 3.12 nW
- Top delay family on crit path: buffers and inverters
- Post-CTS Resized: 0
- CP max stage cell: buf_4
- FMAX: 271 MHz
- Die width: 116 um
- Status: finished clean
- Power per cell area: 237 nW/um^2
- Vias in the first global route: 5259
- CTS root buffer: clkbuf_16
- DRC: 0
- CP Launch Type: primary input
- Reg2Reg Depth: 12
- Placed cell count: 1053
- EDFF count, synth: 64
- Final Hold Fails: 0
[worst reg2reg max path, stage by stage (launching register included)]
cell and delay [ps]:
edfxtp_1 420, ha_1 210, inv_1 60, fa_1 200
a21oi_1 120, o211ai_1 250, a21oi_1 140, o21ai_0 470
nand2b_1 140, a31oi_1 190, nor2_1 110, o21ai_2 120
buf_4 390
[worst min-delay path by stage]
stage,from,endpoint
finish,state[3],state[2]
global route,state[3],state[2]
CTS,state[3],state[2]
[sequential cells by signal, indices dropped and copies added (netlist names)]
signal           count
r                   32
cnt                  6
state                6
q                   32
shifted_divisor     32
[cell type report]
class                      instances  area [sq um]  area share
clock buffer                      11           264      0.0320
timing repair buffer             139          1370       0.167
inverter                          41           154      0.0187
multi-input combinational        593          3390       0.411
tap                              172           215      0.0261
clock inverter                     5          48.8     0.00592
sequential                       108          2800       0.340
[per-layer routing]
metal | wire length (um) | vias to the layer above | track usage
li1 | - | 2972 | -
met1 | 7920 | 2673 | 0.425
met2 | 6990 | 174 | 0.372
met3 | 1270 | 11 | 0.0735
met4 | 131 | 0 | 0.0231
met5 | 0 | - | 0
[stage by stage]
step / instance area (sq um) / utilization
2_1_floorplan: 6490 / -
3_3_place_gp: 7930 / 0.629
3_5_place_dp: 7930 / 0.629
4_1_cts: 8250 / 0.653
5_1_grt: 8250 / 0.653
6_report: 8250 / 0.653
[kinds of logic after synthesis]
logic type      count (synthesis)  synth area share
compound gates                244             0.218
xor+xnor                       31            0.0418
fa+ha+maj                      38            0.0755
buf+inv                        84            0.0488
flops                         108             0.432
simple gates                  280             0.184
[report_power, final]
group	switching (mW)	internal, mW
Combinational	0.418	0.352
Sequential	0.0500	0.679
Clock	0.212	0.242
Total	0.680	1.27
[cell usage in the layout, fill, tap and decap left out, types with 2 or more instances in the layout]
cell,count
a211o_1,3
a211oi_1,6
a21o_1,16
a21oi_1,119
a31oi_1,3
and2_1,3
and3_1,2
buf_4,7
clkbuf_16,10
clkdlybuf4s50_1,132
dfxtp_1,44
edfxtp_1,64
fa_1,2
ha_1,36
inv_1,41
inv_6,2
nand2_1,144
nand2b_1,5
nand3_1,12
nand3b_1,2
nand4_1,9
nor2_1,74
nor2b_1,3
nor3_1,7
nor3b_1,2
nor4_1,10
o211ai_1,3
o21a_1,5
o21ai_0,59
o21ai_1,2
o21bai_1,7
o22ai_1,3
o31ai_1,6
or2_2,2
xnor2_1,19
xor2_1,12
No activity file was given, so power comes from the tool's default toggle rates.
